==> ./design.v <==
module vga_controller (
    input logic clk,         
    input logic reset,
    output logic hsync,
    output logic vsync,
    output logic [7:0] rgb  
);
    localparam H_SYNC_CYCLES = 96;      
    localparam H_BACK_PORCH = 48;       
    localparam H_ACTIVE_VIDEO = 640;    
    localparam H_FRONT_PORCH = 16;      
    localparam H_TOTAL_CYCLES = 800;    
    localparam V_SYNC_CYCLES = 2;       
    localparam V_BACK_PORCH = 33;       
    localparam V_ACTIVE_VIDEO = 480;    
    localparam V_FRONT_PORCH = 10;      
    localparam V_TOTAL_CYCLES = 525;    
    logic [9:0] h_counter;
    logic [9:0] v_counter;
    logic [7:0] rgb_data;
    assign hsync = (h_counter < H_SYNC_CYCLES);
    assign vsync = (v_counter < V_SYNC_CYCLES);
    always_comb begin
        if (h_counter < H_ACTIVE_VIDEO && v_counter < V_ACTIVE_VIDEO) begin
            rgb = rgb_data;  
        end else begin
            rgb = 8'h00;  
        end
    end
    always_ff @(posedge clk or posedge reset) begin
        if (reset) begin
            h_counter <= 0;
            v_counter <= 0;
        end else begin
            if (h_counter < H_TOTAL_CYCLES - 1) begin
                h_counter <= h_counter + 1;
            end else begin
                h_counter <= 0;
                if (v_counter < V_TOTAL_CYCLES - 1) begin
                    v_counter <= v_counter + 1;
                end else begin
                    v_counter <= 0;
                end
            end
        end
    end
endmodule
==> ./run.sh <==
#!/bin/bash
# OpenROAD 26Q1-2900-gdf79404cd8, Yosys 0.63+post, stock flow scripts
make -C /OpenROAD-flow-scripts/flow DESIGN_CONFIG=/design/flow/config.mk WORK_HOME=/design/flow/orfs finish
==> ./config.mk <==
export PLATFORM = sky130hd
export DESIGN_NAME = vga_controller
export DESIGN_NICKNAME = vga_controller
export VERILOG_FILES = /design/flow/design.v
export SDC_FILE = /design/flow/constraint.sdc
export NUM_CORES = 4
export LEC_CHECK = 1
export CORE_AREA = 10 10 108 108
export DIE_AREA = 0 0 118 118
==> ./constraint.sdc <==
current_design vga_controller

set clk_period 3.3
set clk_io_pct 0.2

create_clock -name clk0 -period $clk_period [get_ports {clk}]

set non_clock_inputs [all_inputs -no_clocks]
set_input_delay [expr $clk_period * $clk_io_pct] -clock clk0 $non_clock_inputs
set_output_delay [expr $clk_period * $clk_io_pct] -clock clk0 [all_outputs]
==> impl_metrics.csv <==
group,metric,value,unit
run_status,status,"finished, final reports clean",
timing,fin_ws,0.920,ns
power_and_ir_drop,irDropWorstVdd,226,uV
timing,maxSlewViolCount,0,
min_path,whs_path_depth,1,
global_routing,grt_max_degree,24,
detailed_routing,ant_nets,0,
clocking,cts_buffers,3,
synth,yosys_warnings,9,
synth,ys_cells,111,
timing,relSlewSlack,48.8,%
global_routing,grt_use_met2,4.48,%
timing,rsz0062_at_grt,"no",
clocking,hold_buffers,0,
synth,yosysUniqueCellTypes,30,
worst_setup_path,cp_top_family,"simple AND/OR/NAND/NOR gates",
layout,final_design_area_no_fill,0.00130,mm2
synth,ys_area,0.00110,mm2
global_routing,grt_util_met3,1.12,%
floorplan,die_h,118,um
detailed_routing,viasPerCell,3.18,
floorplan,rows,35,
global_routing,busiest_layer,"met2",
flow_run,cap_violations,0,
power_and_ir_drop,power,496,uW
place,gp_congestion,0.758,
timing,tns,0,ns
worst_setup_path,worstReg2RegStart,"h_counter[0]",
place,place_ws,1.21,ns
timing,max_freq,0.420,GHz
min_path,hold_class,"flip-flop to flip-flop",
power_and_ir_drop,leakagePower,0.531,nW
floorplan,dieWidth,118,um
layout,fillers,1076,
worst_setup_path,critPathMaxStageDelay,0.47,ns
floorplan,floorplan.core_util,11.9,%
global_routing,use_met1,3.95,%
worst_setup_path,r2r_slack,1.22,ns
worst_setup_path,crit_type,"flip-flop to output pin",
layout,regArea,500,um2
worst_setup_path,end_kind,"output pin",
synth,synthesis.instances,111,
place,placed_area,0.00123,mm2
flow_run,warnings,25,
layout,layout_top_cells,"dfrtp_1, nor2_1, conb_1",
clocking,cts_resized,0,
timing,setup_viol,0,
clocking,clock_sinks,20,
layout,lay_top_count,"dfrtp_1",
synth,synth_seq_share,45.3,%
synth,area_leaders,"dfrtp_1, buf_4, a22o_1",
global_routing,grt_overflow_total,0,
place,hpwl,1370,um
global_routing,track_usage,2.90,%
worst_setup_path,critical_path_arrival,1.72,ns
worst_setup_path,cp-start-kind,"flip-flop",
timing,holdWs,0.483,ns
floorplan,coreArea,0.00928,mm2
timing,tightestPinTransition,0.767,ns
layout,drive_gt1_share,5.26,%
detailed_routing,diodes,0,
worst_setup_path,cp_max_fo,8,
synth,synth_area_per_cell,9.95,um2
worst_setup_path,r2r_end,"v_counter[8]",
min_path,hold_path_end,"h_counter[0]",
timing,finalCritPeriodShare,72.1,%
global_routing,grt_first_pass_wirelength,3530,um
floorplan,die_area,0.0139,mm2
global_routing,grt_pass1_vias,768,
synth,top_cell_area_share,45.3,%
clocking,clock_latency,0.26,ns
global_routing,grt_antenna_before_repair,0,
timing,hold_viol,0,
worst_setup_path,r2r_cells,5,
worst_setup_path,slowest_stage,"clkdlybuf4s50_1",
synth,ys_ff,20,
detailed_routing,initialDrtViolationCount,68,
power_and_ir_drop,p_per_area,380,mW/mm2
worst_setup_path,worstPathRequired,2.64,ns
place,io_buffers,3,
clocking,cts_tree,"done",
clocking,h-tree-depth,1,
detailed_routing,drc,0,
min_path,min_from,"h_counter[0]",
detailed_routing,wl,2010,um
clocking,cts.path.max_buffers,2,
timing,timing.final.crit_period,2.38,ns
floorplan,pin_count,12,
synth,syn_area,0.00110,mm2
worst_setup_path,path_cells,"nor4_1 > and3_1 > clkdlybuf4s50_1",
detailed_routing,detail_route.wl_per_cell,8.28,um
worst_setup_path,critical_path_buf_inv_count,1,
detailed_routing,firstDrtPassIters,4,
detailed_routing,num_vias,772,
clocking,postCtsSetupRepairBufs,0,
clocking,clk_pin_slew,0.08,ns
layout,logic_area,526,um2
timing,fin_skew,0.0102,ns
clocking,clockRootBuffer,"clkbuf_8",
layout,area_growth,18.0,%
synth,top_area_cell,"dfrtp_1",
## cell usage after synthesis (all sizes together)
cell type  number
a2111oi         1
a21oi           2
a22o            6
a31oi           1
a41oi           1
and3            6
and4            2
buf            11
conb            1
dfrtp          20
ha              2
inv             4
mux2i           1
nand2           4
nand2b          2
nand3           5
nand4           4
nor2           10
nor2b           7
nor3            3
nor4            1
o211a           1
o21ai           6
o2bb2ai         1
o311ai          1
or3             1
xnor2           2
xor2            5
## power breakdown
group          internal (mW)  switching [mW]
clock network          0.162          0.0824
logic                0.00111         0.00532
registers              0.245               0
## cell type report
| class | count | share of cell area, % |
|---|---|---|
| sequential | 20 | 38.4 |
| inverter | 4 | 1.15 |
| clock buffer | 3 | 3.17 |
| clock inverter | 1 | 2.30 |
| timing repair buffer | 3 | 2.30 |
| multi-input combinational | 83 | 40.3 |
| tap | 129 | 12.4 |
## cells by family after synthesis
family	Yosys count	share of synthesized area, %
AND-OR/OR-AND	20	13.6
XOR/XNOR	7	5.55
adder cells (fa/ha/maj)	2	2.26
buffers and inverters	15	9.51
flip-flops	20	45.3
multiplexers	1	0.906
other	1	0.339
AND/OR/NAND/NOR	45	22.5
## flip-flops by register name (all words and copies together) (netlist names)
register and count:
h_counter 10, v_counter 10
## worst max-delay path by stage
stage	start	end	slack, ns	cells after the start
global route	h_counter[6]	hsync	0.79	2
CTS	v_counter[2]	vsync	0.88	3
finish	v_counter[2]	vsync	0.92	3
## worst reg2reg max path: cells and delay by family (launching register included)
family                     cells  cell delay (ns)
AOI/OAI and AO/OA              2             0.78
and+or+nand+nor                2             0.63
DFF                            1             0.39
adders and majority gates      1             0.21
## per-layer routing
layer / vias up / share of wire [%]
li1: 384 / -
met4: 0 / 0.50
met5: - / 0
met2: 13 / 42
met1: 373 / 53
met3: 2 / 4.4
## per-stage QoR
step | util (%) | std cells
detailed placement | 13.3 | 239
CTS | 14.0 | 243
finish | 14.0 | 243
floorplan | - | 118
global placement | 13.3 | 239
global route | 14.0 | 243
Power figures rest on the tool's default switching activity, not on a simulated workload.
